[flow/run.sh]
#!/bin/bash
# OpenROAD 26Q1-2900-gdf79404cd8, Yosys 0.63+post, stock flow scripts
make -C /OpenROAD-flow-scripts/flow DESIGN_CONFIG=/design/flow/config.mk WORK_HOME=/design/flow/orfs finish
[flow/config.mk]
export PLATFORM = sky130hd
export DESIGN_NAME = DE1_SoC
export DESIGN_NICKNAME = DE1_SoC
export VERILOG_FILES = /design/flow/design.v
export SDC_FILE = /design/flow/constraint.sdc
export NUM_CORES = 4
export LEC_CHECK = 1
export CORE_AREA = 10 10 70 70
export DIE_AREA = 0 0 80 80
[flow/constraint.sdc]
current_design DE1_SoC

set clk_period 3.0
set clk_io_pct 0.2

create_clock -name clk0 -period $clk_period

set non_clock_inputs [all_inputs -no_clocks]
set_input_delay [expr $clk_period * $clk_io_pct] -clock clk0 $non_clock_inputs
set_output_delay [expr $clk_period * $clk_io_pct] -clock clk0 [all_outputs]
[flow/design.v]
module DE1_SoC (HEX0, HEX1, HEX2, HEX3, HEX4, HEX5, KEY, LEDR, SW);
	output logic [6:0] HEX0, HEX1, HEX2, HEX3, HEX4, HEX5;
	output logic [9:0] LEDR;
	input logic [3:0] KEY;
	input logic [9:0] SW;
	logic [3:0] A, B, sum;
	logic cout, cin;
	fulladder_4b FA(.A(SW[4:1]), .B(SW[8:5]), .cin(SW[0]), .sum(LEDR[3:0]), .cout(LEDR[4]));
	assign HEX5 = 7'b0001000;  
	assign HEX4 = 7'b0100001;  
	assign HEX3 = 7'b0100001;  
	assign HEX2 = 7'b1111010;  
	assign HEX1 = 7'b0101011;  
	assign HEX0 = 7'b0010000;  
endmodule
module DE1_SoC_testbench();
	logic [6:0] HEX0, HEX1, HEX2, HEX3, HEX4, HEX5;
	logic [9:0] LEDR;
	logic [3:0] KEY;
	logic [9:0] SW;
	DE1_SoC dut(.HEX0, .HEX1, .HEX2, .HEX3, .HEX4, .HEX5, .KEY, .LEDR, .SW);
	integer i;
	initial begin
		SW[9] = 1'b0;
		SW[8] = 1'b0;
		for (i=0; i <2**8; i++) begin
			SW[7:0] = i; #10;
		end
	end
endmodule
module fulladder (A, B, cin, sum, cout);
	input logic A,B, cin;
	output logic sum, cout;
	assign sum = A ^ B ^ cin;
	assign cout = A & B | cin & (A^B);
endmodule
module fulladder_testbench();
	logic A, B, cin, sum, cout;
	fulladder dut (A, B, cin, sum, cout);
	integer i;
	initial begin
		for (i=0; i<2**3; i++) begin
			{A, B, cin} = i; #10;
		end  
	end  
endmodule 
module fulladder_4b (A, B, cin, sum, cout);
	input logic  [3:0] A;  
	input logic  [3:0] B;  
	input logic cin;
	output logic [3:0] sum; 
	output logic cout;
	logic c0;
	logic c1;
	logic c2;
	fulladder FA0 (.A(A[0]), .B(B[0]), .cin(cin), .sum(sum[0]), .cout(c0));
	fulladder FA1 (.A(A[1]), .B(B[1]), .cin(c0),  .sum(sum[1]), .cout(c1));
	fulladder FA2 (.A(A[2]), .B(B[2]), .cin(c1),  .sum(sum[2]), .cout(c2));
	fulladder FA3 (.A(A[3]), .B(B[3]), .cin(c2),  .sum(sum[3]), .cout(cout));
endmodule 
==> flow_metrics.py <==
# Auto-generated metrics
metrics = {
    "run_status": {
        "status": "completed",
    },
    "yosys": {
        "ys_warn_count": 5,
        "synth_seq_share_pct": 0,
        "yosys.cell_count.top_type": "buf_4",
        "ys_cells": 68,
        "ys_top_cells_by_count": "52 x buf_4, 10 x inv_1, 4 x fa_1",
        "avgSynthCellArea_sq_um": 7.58,
        "synth_top_area_share_pct": 75.7,
        "largest_area_cell": "buf_4",
        "synth_cell_types": 4,
        "ys_chip_area_sq_um": 515,
        "synth_area_sq_um": 515,
        "synthesis.instances": 68,
        "area_leaders": "buf_4 76%, fa_1 16%, inv_1 7.3%, conb_1 1.5%",
    },
    "detailed_routing": {
        "drc_errors": 0,
        "wl_per_cell_microns": 7.87,
        "drtAntennaViolNets": 0,
        "routed_wl_microns": 952,
        "antenna_cells": 0,
        "vias": 244,
        "vias_per_cell": 2.02,
        "drt_iter0_markers": 1,
        "drt_pass1_iterations": 2,
    },
    "final_layout": {
        "drive_above_1_share_pct": 18.7,
        "area_delta_synth_final_pct": -6.80,
        "clockBufferCount": 0,
        "fill_cells": 407,
        "flop_area_sq_um": 0,
        "flops": 0,
        "final_core_util_pct": 14.1,
    },
    "timing": {
        "timing.setup.tns_ns": 0,
        "period_needed_ns": 2.85,
        "max_freq_mhz": 351,
        "slew_viol_final": 0,
        "hold_violations": 0,
        "period_used_pct": 95.0,
        "rsz0062_at_grt": "no",
        "setup_viol": 0,
    },
    "critical_path": {
        "max_stage_delay_ns": 0.42,
        "startpoint_type": "input pin",
        "critPathBufInv": 6,
        "crit_fanout": 1,
        "slowest_stage": "fa_2",
        "path_class": "in -> out",
        "arrival_ns": 2.25,
        "crit_chain": "buf_2 > inv_2 > fa_2 > inv_2 > fa_2 > fa_2 > inv_2 > fa_2 > inv_2 > buf_2",
        "end_kind": "output port",
        "cp.required_ns": 2.40,
        "crit_family": "adder cells",
    },
    "floorplanning": {
        "core_sq_um": 3420,
        "fp_util_pct": 15.1,
        "io_pins": 66,
        "fp.dieArea_sq_um": 6400,
        "rows": 21,
        "dieWidth_microns": 80,
        "die_h_microns": 80,
    },
    "place": {
        "dpl.hpwl_microns": 965,
        "io_buffers": 14,
        "place_congestion": 0.679,
    },
    "power_and_ir_drop": {
        "power_leakage_uw": 0.000293,
        "seqPwrFrac_pct": 0,
        "p_per_area_nw_per_um2": 95.0,
        "combPwrFrac_pct": 100.0,
        "swShare_pct": 38.8,
        "internal-power_uw": 27.9,
        "irDropWorstVdd_uv": 14.0,
        "switchingPower_uw": 17.7,
        "p_clk_share_pct": 0,
    },
    "min_path": {
        "hp-class": "in -> out",
        "min_from": "SW[6]",
        "hold_path_depth": 4,
        "hold_end": "LEDR[2]",
    },
    "cts": {
        "hold_buffers": 0,
        "cts_setup_buffers": 0,
    },
    "global_route": {
        "grt_pass1_wl_microns": 1330,
        "antenna_found_initial": 0,
        "grt_max_degree": 2,
        "grt_overflow_total": 0,
        "grt_pass1_vias": 327,
        "track_usage_pct": 2.37,
    },
    "job": {
        "maxCapViolations": 0,
        "tool_warnings": 37,
    },
}
[layout make-up]
type | instances | area [sq um] | share of cell area (%)
Tap cell | 46 | 57.6 | 12.0
Multi-Input combinational cell | 51 | 267 | 55.5
Timing Repair Buffer | 14 | 119 | 24.7
Inverter | 10 | 37.5 | 7.81
[how the worst max path moves through the flow]
stage	start	to	slack (ns)	cells past startpoint
finish	SW[5]	LEDR[3]	0.15	10
global route	SW[5]	LEDR[3]	0.03	10
CTS	SW[1]	LEDR[3]	0.008	10
[cells in the final DEF, fill, tap and decap left out]
| cell type | n |
|---|---|
| clkdlybuf4s50_1 | 6 |
| dlymetal6s2s_1 | 1 |
| buf_2 | 3 |
| conb_1 | 47 |
| clkbuf_2 | 1 |
| inv_2 | 6 |
| inv_1 | 4 |
| dlygate4sd2_1 | 3 |
| fa_2 | 4 |
[per-stage QoR]
stage          hold slack (ns)  setup slack (ns)  area [sq um]  total power [uW]  cells
2_1_floorplan             1.42             0.223           684              68.1    113
3_3_place_gp              2.23            -0.635           492              53.0    121
3_5_place_dp              2.24            -0.625           492              53.2    121
4_1_cts                   1.97           0.00837           483              48.5    121
5_1_grt                   1.98            0.0329           480              56.8    121
6_report                  1.92             0.151           480              45.6    121
[power groups by stage]
stage | sequential (uW) | combinational [uW] | clock, uW
4_1_cts | 0 | 48.5 | 0
5_1_grt | 0 | 56.8 | 0
6_report | 0 | 45.6 | 0
[metal layers]
| layer | global-route usage (%) | up-vias | share of wire (%) |
|---|---|---|---|
| met3 | 0.114 | 0 | 6.8 |
| met1 | 2.80 | 107 | 41 |
| met4 | 0 | 0 | 0 |
| met2 | 4.74 | 30 | 52 |
| met5 | 0 | - | 0 |
| li1 | - | 107 | - |
[repair_timing]
item | in CTS | in global routing
pin swaps | 4 | 4
resized | 23 | 4
endpoints found under the hold margin | 0 | 0
endpoints found under the setup margin | 4 | 1
[logic make-up (layout without fill, tap and decap cells)]
group | count (synthesis) | in the layout | synth area share, %
buf+inv | 62 | 24 | 83.0
fa+ha+maj | 4 | 4 | 15.5
other cells | 2 | 47 | 1.46
No activity file was given, so power comes from the tool's default toggle rates.
