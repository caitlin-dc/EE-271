[/design/flow/config.mk]
export PLATFORM = sky130hd
export DESIGN_NAME = Clock_divider
export DESIGN_NICKNAME = Clock_divider
export VERILOG_FILES = /design/flow/design.v
export SDC_FILE = /design/flow/constraint.sdc
export NUM_CORES = 4
export LEC_CHECK = 1
export CORE_UTILIZATION = 30
[/design/flow/constraint.sdc]
current_design Clock_divider

set clk_period 5.4
set clk_io_pct 0.2

create_clock -name clk0 -period $clk_period [get_ports {Clock}]

set non_clock_inputs [all_inputs -no_clocks]
set_input_delay [expr $clk_period * $clk_io_pct] -clock clk0 $non_clock_inputs
set_output_delay [expr $clk_period * $clk_io_pct] -clock clk0 [all_outputs]
[/design/flow/design.v]
module Clock_divider (Clock, reset, divided_Clocks);
	input logic reset, Clock;
	output logic [31:0] divided_Clocks = 0;
	always_ff @(posedge Clock) begin
		divided_Clocks <= divided_Clocks + 1;
	end
endmodule
[/design/flow/run.sh]
#!/bin/bash
# OpenROAD 26Q1-2900-gdf79404cd8, Yosys 0.63+post, stock flow scripts
make -C /OpenROAD-flow-scripts/flow DESIGN_CONFIG=/design/flow/config.mk WORK_HOME=/design/flow/orfs finish
==> flow_summary_export.csv <==
group,metric,value,unit
power,power.switching,0.07880,mW
layout,num-fill-cells,373,
timing,finalClockPeriodUsage,42.52,%
synth,synthArstFlopShare,0,%
power,p_leak,0.7040,nW
run,drv_cap,0,
global_routing,grt_max_degree,12,
placement,portBuffers,32,
synth,syn_avg_cell_area,10.38,sq um
power,pwr-share-seq,56.4,%
route,wire_per_inst,11.24,um
clocking,path_clk_slew,0.06,ns
clocking,insertion_delay,0.27,ns
synth,synthTopCellsByCount,"dfxtp_1, xor2_1, nand3_1, xnor2_1, nand2_1",
timing,fmax,435.6,MHz
clocking,cts_buffer_depth,2,
setup_path,crit_required,4.32,ns
timing,finalSetupTns,0,ns
synth,yosys_most_used_dff,"dfxtp_1",
route,vias_per_cell,4.596,
timing,finalSetupViolCount,0,
layout,top_register,"divided_Clocks",
global_routing,use_met1,17.43,%
route,vias,979,
floorplanning,die_w,68.30,um
placement,place.gp.congestion,0.7299,
floorplanning,coreArea,4115,sq um
run,warnings,26,
synth,largest_area_cell,"dfxtp_1",
power,p_clk_share,43.6,%
synth,ys_sh_adder,0.9488,%
clocking,cts_tree,"built",
setup_path,cp_cell_sequence,"clkdlybuf4s50_1",
setup_path,end_kind,"output port",
synth,edf_count,0,
synth,xor_share,19.92,%
floorplanning,fp.dieH,68.30,um
synth,compound_area_share,0,%
route,dr.pass1.iters,4,
floorplanning,io_pins,34,
timing,hold_viol_final,0,
route,antenna_cells,0,
synth,ys_top_logic_family,"simple AND/OR/NAND/NOR gates",
synth,yosys_register_bits,32,
timing,rsz0062_at_grt,"false",
min_path,worstHoldPathType,"reg -> reg",
layout,reg.largest.list,"divided_Clocks: 32 flops",
timing,fin_crit,2.296,ns
power,power_per_cell_area,236.9,nW/um^2
setup_path,r2r_slack,3.56,ns
synth,top_cell_area_share,48.58,%
layout,drive_above_1_share,9.816,%
power,power.total,0.4186,mW
placement,place_hpwl,1639,um
clocking,clock-sinks,32,
floorplanning,dieArea,4665,sq um
power,intPower,0.3398,mW
clocking,cts-root-buf,"clkbuf_8",
synth,syn_inst,127,
global_routing,gr-usage-met3,2.703,%
synth,top_cell,"dfxtp_1",
setup_path,cp_max_fo,6,
route,drc,0,
floorplanning,initial_utilization,32.05,%
global_routing,grt_usage,11.45,%
synth,yosys_warnings,1,
layout,area_delta_synth_final,33.97,%
setup_path,critPathKind,"reg -> out",
setup_path,worst_path_largest_cell_delay,0.51,ns
power,power_frac_comb,0,%
power,ir_drop,0.1289,mV
global_routing,antenna_found_initial,0,
setup_path,critical_path_arrival,1.22,ns
timing,tightest_slew,0.5741,ns
synth,synth.cellmix.simpleShare,27.23,%
global_routing,met2_usage,16.79,%
timing,max_slew_margin,61.62,%
floorplanning,core.rowCount,23,
placement,preCtsSetupSlack,3.394,ns
route,route.final.wire_length,2395,um
power,switching_share,18.82,%
synth,ys_cells,127,
clocking,numCtsBuffers,5,
outcome,outcome,"complete, no violations",
route,first_iter_violations,42,
setup_path,crit_buf_inv,1,
setup_path,slowest_stage,"clkdlybuf4s50_1",
synth,ys_types,24,
global_routing,overflow,0,
global_routing,grt_pass1_vias,864,
synth,synthesis.area,1319,sq um
placement,dpl.cell_count,205,
clocking,htreeDepth,2,
setup_path,startpoint_type,"flip-flop",
synth,mux_area_share,0,%
timing,final.setup.worst_slack,3.104,ns
layout,largest_reg_flops,32,
synth,ys_seq_share,48.58,%
clocking,post_cts_buffers,0,
timing,slew_viol_final,0,
global_routing,grt_pass1_wl,3967,um
layout,fin_cells,213,
synth,ys_chip_area,1319,sq um
timing,fin_skew,0.002790,ns
clocking,ctsResizeCount,0,
global_routing,top_usage_layer,"met1",
route,ant_nets,0,
synth,top_cells_by_area,"dfxtp_1, xor2_1, xnor2_1, nor4_2, nand3_1",
setup_path,cpLargestDelayFamily,"buffers and inverters",
clocking,ctsHoldBuffers,0,
logic make-up (layout without fill, tap and decap cells):
kind of cell / after synthesis / in the layout
buffers and inverters: 9 / 45
AND/OR/NAND/NOR: 55 / 55
flip-flops: 32 / 32
adder cells (fa/ha/maj): 1 / 1
XOR/XNOR: 30 / 30
power groups by stage:
| stage | combinational, mW | clock [mW] | sequential [mW] |
|---|---|---|---|
| 4_1_cts | 0.000000401 | 0.189 | 0.236 |
| 5_1_grt | 0.000000401 | 0.200 | 0.236 |
| 6_report | 0.000000401 | 0.183 | 0.236 |
area by class of cell:
cell class | instances | area, sq um | share of cell area (%)
inverter | 5 | 18.77 | 1.062
clock buffer | 8 | 90.09 | 5.099
multi-input combinational | 86 | 634.4 | 35.91
sequential | 32 | 640.6 | 36.26
tap | 50 | 62.56 | 3.541
timing repair buffer | 32 | 320.3 | 18.13
metal layers:
layer	part of all wire [%]	wire, um
met4	1.5	36
met5	0	0
met1	51	1231
met2	42	1003
met3	5.1	123
final timing paths:
| check | depth (start not counted) | end | start |
|---|---|---|---|
| setup / recovery | 1 | divided_Clocks[7] | divided_Clocks[7] |
| hold reg to reg | 1 | divided_Clocks[0] | divided_Clocks[0] |
| hold / removal | 1 | divided_Clocks[0] | divided_Clocks[0] |
| setup reg to reg | 5 | divided_Clocks[24] | divided_Clocks[0] |
stage by stage:
| step | cell area, sq um | hold slack [ns] | utilization, % |
|---|---|---|---|
| 6_report | 1767 | 0.4472 | 42.93 |
| 5_1_grt | 1767 | 0.4694 | 42.93 |
| 4_1_cts | 1767 | 0.4493 | 42.93 |
| 3_5_place_dp | 1677 | 0.4324 | 40.74 |
| 3_3_place_gp | 1677 | 0.4291 | 40.74 |
| 2_1_floorplan | 1319 | 0.3943 | - |
layout by cell type (no fill, tap or decap), drive strengths merged:
cell,n
and3,2
nand2b,1
xnor2,10
dfxtp,32
clkbuf,8
nand2,9
or2,1
nand4,3
nor2,6
inv,5
or3,2
nor3b,1
clkdlybuf4s50,32
xor2,20
and4,4
nor4,10
nand3,12
nor3,4
ha,1
Power is estimated from default activity; no workload was simulated.
